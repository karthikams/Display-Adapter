`design/flow/config.mk`:
```
export PLATFORM = sky130hd
export DESIGN_NAME = Addr0_Counter
export DESIGN_NICKNAME = Addr0_Counter
export VERILOG_FILES = /design/flow/design.v
export SDC_FILE = /design/flow/constraint.sdc
export NUM_CORES = 4
export LEC_CHECK = 1
export CORE_AREA = 10 10 70 70
export DIE_AREA = 0 0 80 80
```
`design/flow/constraint.sdc`:
```
current_design Addr0_Counter

set clk_period 1.7
set clk_io_pct 0.2

create_clock -name clk0 -period $clk_period [get_ports {clock}]

set non_clock_inputs [all_inputs -no_clocks]
set_input_delay [expr $clk_period * $clk_io_pct] -clock clk0 $non_clock_inputs
set_output_delay [expr $clk_period * $clk_io_pct] -clock clk0 [all_outputs]
```
`design/flow/design.v`:
```
module Addr0_Counter(Addr0,clock, ResetAddr0, IncAddr0);
input clock,ResetAddr0,IncAddr0;
output reg[6:0] Addr0;
initial
begin
	Addr0 = 7'b0000000;
end
always @(posedge clock)
begin
	if(ResetAddr0) Addr0 <= 7'b0;
	else if(IncAddr0)  
        begin
       	Addr0 <= Addr0 + 7'b01;
	end
end
endmodule
```
`design/flow/run.sh`:
```
#!/bin/bash
# OpenROAD 26Q1-2900-gdf79404cd8, Yosys 0.63+post, stock flow scripts
make -C /OpenROAD-flow-scripts/flow DESIGN_CONFIG=/design/flow/config.mk WORK_HOME=/design/flow/orfs finish
```
==> changes_impl.md <==
## Flow update

- CP delay by family, top: buffers and inverters
- Register share after synthesis: 0.514
- FP Util: 0.0799
- Max FFs per register: 7
- Setup-failing EPs final: 0
- Worst slack, placed: 72.8 ps
- Gate Area: 133 um2
- Port bufs: 9
- Dominant cell type by area after synthesis: dfxtp_1
- GRT Util Overall: 0.0281
- Period utilization: 0.886
- GRT overflow: 0
- Final Wtd Congestion: around 0.69
- Most crowded layer after global routing: met1
- CTS tree: done
- R2r endpoint: Addr0[6]
- Critical Path Start: Addr0[3]
- Largest cells by area after synthesis: dfxtp_1, xor2_1, nor2_1
- # DRC: 0
- Yosys chip area: about 270 um2
- Critical path, cell by cell: clkdlybuf4s50_1
- Synth Instances: 29
- Iter 0 DRT Violations: 9
- Flop area: 140 um2
- CP Capture Type: primary output
- Vias in the first global route: 293
- Area leader share: 0.514
- Post-Syn Area: 273 um2
- Dpl hpwl: 596 um
- Slowest cell on crit path: clkdlybuf4s50_1
- Max VDD drop: 385 uV
- Top flop regs: Addr0: 7 flops
- Vias after detailed routing: 255
- Final hold viol count: 0
- CP peak stage delay: 510 ps
- TritonCTS Buffers: 3
- Total core area: approximately 0.0034 mm2
- Slew HR: 0.830
- FF-to-FF Start: Addr0[0]
- Yosys Instances: 29
- Synthesis Warnings: 1
- Fillers: 406
- Routed len/inst: approximately 9.0 um
- # hold bufs at CTS: 0
- Post-route minimum period: 1510 ps
- CTS clk-pin slew, worst paths: approximately 50 ps
- Largest Register: Addr0
- # rows: 21
- Core Util, Final: 0.133
- Met1 GRT Util: 0.0390
- Pins Over Slew Limit: 0
- ANT nets after route: 0
- Clk root buf: clkbuf_4
- Pin count of the biggest net entering global routing: 8
- Reg2reg setup slack: 350 ps
- Synth flops: 7
- Pleak: 0.151 nW
- Area growth from synthesis to layout: 66.5%
- PnR worst setup slack: 193 ps
- P per Cell Area: 793 mW/mm2
- Final total power: 360 uW
- Drt total wl: 805 um
- Crit path DRT: 1360 ps
- Resize count post-CTS: 0
- Maximum clock insertion buffer count: 2
- Met3 GRT Util: 0.0227
- Fmax: 0.664 GHz
- Count of tool warnings: 25
- Die ar.: approximately 0.0064 mm2
- Distinct cells, synth: 11
- Crit path kind: flip-flop to primary output
- CP endpoint: Addr0[3]
- Critical-path maximum fanout: 4
- Hold Crit Class: flip-flop to flip-flop
- Worst setup SP type: flip-flop
- TNS Setup: 0 ps
- Num ports: 10
- Initial antenna violation count: 0
- Critical path arrival: 1170 ps
- Layout cell share with drive strength beyond 1: 0.0930
- DIE HEIGHT: roughly 80 um
- Clk sink count: 7
- Avg Cell Area, Syn: 9.41 um2
- Max_cap viols: 0
- RSZ-0062 raised after global routing: false
- Vias/cell: 2.87
- Htree depth: 1
- DR pass1 iterations: 3
- Late-Pin Clk Latency: 250 ps
- M2 GR Usage: 0.0321
- Slew @ Worst Pin: 254 ps
- Diodes inserted: 0
- Instance count on the critical path: 1
- Die width: 80 um
- Reg2reg path depth: 4
- Status: finished, final reports clean
- First-pass GRT wire length: 1.41 mm
- Clock Skew: 0.768 ps
- Buf/Inv on CP: 1
- Post-CTS setup buffers: 0
==> routing by layer <==
| layer | routed length, um | part of all wire | vias to the layer above |
|---|---|---|---|
| met1 | 426 | 0.53 | 111 |
| met2 | 259 | 0.32 | 12 |
| met3 | 119 | 0.15 | 0 |
| li1 | - | - | 132 |
| met5 | 0 | 0 | - |
| met4 | 0 | 0 | 0 |
==> final cells by class <==
type                            instances  area share
Clock buffer                            4      0.0579
Multi-Input combinational cell         22       0.292
Sequential cell                         7       0.309
Tap cell                               46       0.127
Timing Repair Buffer                   10       0.215
==> kinds of logic after synthesis <==
group | after synthesis | share of synthesized area
flip-flops | 7 | 0.514
AND-OR/OR-AND | 4 | 0.0734
multiplexers | 1 | 0.0367
adder cells (fa/ha/maj) | 1 | 0.0459
XOR/XNOR | 4 | 0.128
AND/OR/NAND/NOR | 12 | 0.202
==> worst min path at each step <==
stage	endpoint	cells after the start	slack, ps	start
CTS	Addr0[6]	2	500	Addr0[6]
global route	Addr0[6]	2	530	Addr0[6]
finish	Addr0[6]	2	490	Addr0[6]
==> synth_stat cells (all sizes together) <==
cell / number
o21ai: 2
mux2i: 1
a21oi: 2
xnor2: 1
ha: 1
xor2: 3
nor2: 5
nand4: 2
or3: 2
dfxtp: 7
nand2: 3
==> power by group <==
| group | switching [mW] | internal (mW) | total (mW) |
|---|---|---|---|
| clock network | 0.0641 | 0.0898 | 0.154 |
| registers | 0.00582 | 0.169 | 0.175 |
| logic | 0.0110 | 0.0204 | 0.0313 |
| total | 0.0809 | 0.279 | 0.360 |
==> stage by stage <==
stage	area (um2)	hold WS [ps]	std cells
floorplan	273	409	29
detailed placement	428	490	85
finish	454	491	89
global placement	428	469	85
global route	454	535	89
CTS	454	497	89
==> cells in the final DEF, fill, tap and decap left out, drive strengths merged <==
master         count
nor2               5
o21ai              2
or3                2
mux2i              1
xnor2              1
nand2              3
xor2               3
ha                 1
clkdlybuf4s50      9
clkbuf             4
dfxtp              7
buf                1
nand4              2
a21oi              2
Power is estimated from default activity; no workload was simulated.
