$ cat ./run.sh
#!/bin/bash
# OpenROAD 26Q1-2900-gdf79404cd8, Yosys 0.63+post, stock flow scripts
make -C /OpenROAD-flow-scripts/flow DESIGN_CONFIG=/design/flow/config.mk WORK_HOME=/design/flow/orfs finish
$ cat ./config.mk
export PLATFORM = sky130hd
export DESIGN_NAME = buf0
export DESIGN_NICKNAME = buf0
export VERILOG_FILES = /design/flow/design.v
export SDC_FILE = /design/flow/constraint.sdc
export NUM_CORES = 4
export LEC_CHECK = 1
export CORE_UTILIZATION = 50
$ cat ./constraint.sdc
current_design buf0

set clk_period 4.5
set clk_io_pct 0.2

create_clock -name clk0 -period $clk_period [get_ports {clock}]

set non_clock_inputs [all_inputs -no_clocks]
set_input_delay [expr $clk_period * $clk_io_pct] -clock clk0 $non_clock_inputs
set_output_delay [expr $clk_period * $clk_io_pct] -clock clk0 [all_outputs]
$ cat ./design.v
module buf0(red_pix0, green_pix0, blue_pix0, row0, WData, RE0, WE0, Addr0, clock);
output reg [7:0] red_pix0, green_pix0, blue_pix0;
output reg [6:0] row0;
input [31:0] WData;
input RE0, WE0, clock;
input [6:0] Addr0;
reg [23:0] buff0 [99:0];
reg[23:0] out_data;
integer i = 0;
always@(posedge clock)
begin
	if(RE0)
	begin
		out_data = buff0[Addr0];
		red_pix0 =  out_data[23:16];
		green_pix0 = out_data[15:8];
		blue_pix0 = out_data[7:0];
	end
end
always@(clock)
begin
	if(WE0 &&(WData >= 32'b0))
	begin
		row0 <= i;		
		buff0[i] <= WData[23:0];
		if (i == 7'b1100011)
		begin
			 i <= 7'b0;
		end
		else i = i+1;
	end
if(row0 == 7'b1100011) row0 = i;
end
endmodule
==> reports/metrics.csv <==
stage,metric,value,unit
final_timing,highest clock frequency the design can meet,222,MHz
grt,first-pass GRT wire length,460000,um
grt,pin count of the biggest net entering global routing,96,
placed_design,number of placed cells counting well taps,6885,
grt,initial antenna violation count,86,
final_timing,final number of setup-violating endpoints,1,
logic_synthesis,synthesized chip area reported by yosys,55000,um2
pwr,worst voltage drop across the vdd grid,0.000166,V
clocking,quantity of hold-fixing buffers added after cts,0,
setup_path,ordered cell list for the critical path,buf_4 > buf_4 > buf_4 > nor4b_4 > buf_4 > buf_4 > a222oi_1 > o22ai_1 > nor3_1 > and4_1 > a41oi_1 > buf_4,
cells_and_area,Post-Layout Cell Count,7156,
logic_synthesis,number of synthesized flops with an enable pin,24,
setup_path,Critical Path Fanout Max,34,
clocking,number of instances resized during post-cts repair,0,
grt,number of global-route vias before repair,47600,
final_timing,crit share post-route,100,%
final_timing,minimum period implied by the final worst setup slack,4510,ps
logic_synthesis,post-synthesis cell count,5129,
pwr,power density cells,69.4,nW/um2
floorplan,area of the core,109000,um2
drt,first-pass detailed-route iteration total,10,
cells_and_area,filler instances,9234,
logic_synthesis,number of cells in Yosys stat,5129,
floorplan,# IOs,73,
pwr,Pleak,27.8,nW
cells_and_area,Area Overhead vs Synth,12.6,%
logic_synthesis,yosys warns,73,
setup_path,worst path arrival time,4730,ps
logic_synthesis,library cells used by synthesis,81,
clocking,setup bufs post-CTS,0,
drt,DRC violations left,0,
placed_design,routability congestion estimate,1.13,
run_status,violations in the final reports,"antenna rules, capacitance limit, slew limit, setup timing",
final_timing,sum of negative setup slack,-5.60,ps
placed_design,# port buffers,64,
drt,post-detailed-route wirelength per cell,50.0,um
logic_synthesis,"FFs w/ async S/R, synth",0,%
setup_path,total buffers and inverters traversed by the critical path,6,
logic_synthesis,register bit total from synthesis,2463,
final_timing,final setup margin,-5.60,ps
setup_path,longest individual stage delay on the worst path,820,ps
final_timing,Slew HR,-9.22,%
floorplan,chip area,111000,um2
setup_path,critical path class,in2reg,
clocking,H-tree level count,1,
grt,overflow left after global routing,0,
final_timing,count of endpoints without a timing constraint,2446,
setup_path,cell repeated most along the worst path,sky130_fd_sc_hd__buf_4,
setup_path,data required time at the worst endpoint,4720,ps
drt,Avg Vias per Cell,7.71,
final_timing,fin. max-slew vios,2,
clocking,cts bufs inserted,3,
cells_and_area,most frequent standard cell in the layout excluding fill and tap cells,sky130_fd_sc_hd__dlxtn_1,
pwr,total power draw,4.30,mW
run_status,result of the run,finished with violations,
logic_synthesis,area of the mapped netlist,55000,um2
run,max-capacitance violation count,1,
clocking,clock tree from TritonCTS,yes,
drt,DRC violation total after the first TritonRoute iteration,7846,
final_timing,actual slew at the worst max-slew pin,1630,ps
floorplan,height of the chip,334,um
setup_path,endpoint type of the worst setup path,register,
drt,number of routed nets with antenna violations,2,
clocking,clock tree buffer depth,2,
run,tool warning count,37,
floorplan,horizontal die dimension,334,um
final_timing,Fin Hold WS,1200,ps
clocking,"Reg clk slew, reported paths",120,ps
clocking,clock root buffer,sky130_fd_sc_hd__clkbuf_16,
cells_and_area,share of layout cells above drive strength 1,13.6,%
grt,overall routing resource usage,67.8,%
final_timing,register pins left without a clock,2439,
final_timing,count of endpoints failing hold in the final timing report,0,
floorplan,fraction of the core area occupied by cells at floorplan,50.4,%
drt,total number of vias,55200,
logic_synthesis,post-synthesis area per instance,10.7,um2
drt,total wire length,358000,um
final_timing,setup repair after global routing missed its margin,false,
cells_and_area,most frequently placed logic cells in the final layout,"sky130_fd_sc_hd__dlxtn_1 (2407), sky130_fd_sc_hd__a22oi_1 (728), sky130_fd_sc_hd__buf_4 (544)",
worst_hold_path,path class of the lowest-slack min-delay path,in2reg,
setup_path,library cell contributing the largest single delay on the critical path,sky130_fd_sc_hd__nor4b_4,
setup_path,kind of cell with the highest combined delay on the critical path,buffers and inverters,
logic_synthesis,dominant register cell in the synthesized netlist,sky130_fd_sc_hd__dlxtn_1,
placed_design,placed wire-length estimate after detailed placement,227000,um
setup_path,CP startpoint kind,primary input,
floorplan,Placement Rows,121,
-- worst paths after layout --
check             startpoint       endpoint  slack [ps]  cells after the start
setup / recovery    Addr0[2]   blue_pix0[5]          -6                     12
hold / removal           RE0  green_pix0[6]        1200                      2
-- synth_stat cells, drive strengths merged, types with 52 or more instances --
library cell  instances  area [um2]
a21oi                93         465
nor3                 67         340
clkbuf              135         508
buf                 168         907
nand4                86         538
nor4                 52         332
nor2                194         736
mux2i                69         691
a22oi               728        5470
nand3                66         330
o22ai                85         532
dlxtn              2407       36100
a22o                 89         780
a221oi               74         661
a222oi               74         741
nand2               226         848
-- per-layer routing --
metal / vias to the layer above / routed length (um) / track usage (%)
li1: 19900 / - / -
met1: 26000 / 114000 / 74.2
met2: 6798 / 134000 / 79.7
met3: 2399 / 69100 / 56.9
met4: 65 / 39400 / 55.9
met5: - / 2130 / 23.8
-- per-stage QoR --
stage | util [%] | cell area (um2) | setup WS (ps)
4_1_cts | 56.2 | 61300 | 278
5_1_grt | 56.4 | 61500 | 147
2_1_floorplan | - | 55000 | 1350
3_5_place_dp | 56.1 | 61100 | -47.4
3_3_place_gp | 56.1 | 61100 | -69.4
6_report | 56.8 | 61900 | -5.60
-- cells by family after synthesis --
kind of cell               after synthesis  share of synthesized area, %
and+or+nand+nor                        853                          8.03
AOI/OAI and AO/OA                     1363                          18.8
DFF                                     24                          1.31
adders and majority gates                4                        0.0910
xor gates and xnor gates                30                         0.478
latches                               2439                          66.5
muxes                                  110                          2.10
buffers and inverters                  306                          2.59
-- flip-flops by register name, indices dropped and copies added (netlist names) --
signal,cells
buff0,2400
row0,7
blue_pix0,8
i,32
red_pix0,8
green_pix0,8
-- final cells by class --
class,instances,area (um2),share of cell area (%)
diodes,267,668,1.08
clock buffers,3,75.1,0.121
clock inverters,1,30.0,0.0485
inverters,3,11.3,0.0182
multi-input cells,2360,16500,26.7
flip-flops and latches,2463,37300,60.3
well taps,1414,1770,2.86
repair buffers,645,5520,8.91
-- report_power, final --
group          total [mW]  switching (mW)  internal (mW)  leakage, nW
Combinational        2.00            1.42          0.575         7.64
Clock               0.359           0.178          0.181       0.0534
Sequential           1.94           0.281           1.66         20.1
Total                4.30            1.88           2.42         27.8
No activity file was given, so power comes from the tool's default toggle rates.
