==> /design/flow/design.v <==
module buf1(red_pix1, green_pix1, blue_pix1, row1, WData, RE1, WE1, Addr1, clock);
output reg [7:0] red_pix1, green_pix1, blue_pix1;
output reg [6:0] row1;
input [31:0] WData;
input RE1, WE1, clock;
input [6:0] Addr1;
reg [23:0] buff1 [99:0];
reg[23:0] out_data;
integer i = 0;
always@(posedge clock)
begin
	if(RE1)
	begin
		out_data = buff1[Addr1];
		red_pix1 =  out_data[23:16];
		green_pix1 = out_data[15:8];
		blue_pix1 = out_data[7:0];
	end
end
always@(clock)
begin
#1	if(WE1 &&(WData >= 32'b0))
	begin
		row1 <= i;		
		buff1[i] <= WData[23:0];
		if (i == 7'b1100011)
		begin
			 i <= 7'b0;
		end
		else i = i+1;
	end
if(row1 == 7'b1100011) row1 = i;
end
endmodule
==> /design/flow/run.sh <==
#!/bin/bash
# OpenROAD 26Q1-2900-gdf79404cd8, Yosys 0.63+post, stock flow scripts
make -C /OpenROAD-flow-scripts/flow DESIGN_CONFIG=/design/flow/config.mk WORK_HOME=/design/flow/orfs finish
==> /design/flow/config.mk <==
export PLATFORM = sky130hd
export DESIGN_NAME = buf1
export DESIGN_NICKNAME = buf1
export VERILOG_FILES = /design/flow/design.v
export SDC_FILE = /design/flow/constraint.sdc
export NUM_CORES = 4
export LEC_CHECK = 1
export CORE_UTILIZATION = 50
==> /design/flow/constraint.sdc <==
current_design buf1

set clk_period 5.6
set clk_io_pct 0.2

create_clock -name clk0 -period $clk_period [get_ports {clock}]

set non_clock_inputs [all_inputs -no_clocks]
set_input_delay [expr $clk_period * $clk_io_pct] -clock clk0 $non_clock_inputs
set_output_delay [expr $clk_period * $clk_io_pct] -clock clk0 [all_outputs]
==> summary.txt <==
Quick summary of the implementation run below.

The first global-routing pass estimated 460 mm of wire. The area of the synthesized netlist per yosys stat is 55,000 sq um. The launch point of the worst path is Addr1[0]. The highest attainable clock frequency is around 190 MHz. The data required time at the worst endpoint came out at ~5.8 ns. The worst setup path is launched from a primary input. The tightest hold path in the finished design has a slack of ~1.4 ns.

The detail-routed via count per cell came out at between 7 and 8. The vertical die size came out at 334 um. The actual transition at the worst max-transition pin came out at 1.70 ns.

The final worst-path cycle share came out at between 90% and 100%. In this run the horizontal extent of the chip is ~330 um. The fraction of synthesized cell area taken by the top area cell type came out at around two thirds. The master of the slowest instance on the critical path is sky130_fd_sc_hd__nand4bb_1.

The final route contains about 55,000 vias. The worst-case max-slew headroom was logged as -13.8%. The floorplan step records an initial core utilization of about half. Cells fill between 50% and 60% of the core in the end. The data arrival time at the worst-slack endpoint is between 5 and 6 ns. The number of flops mapped to enable cells by yosys came out at 24.

Entering global routing, the biggest net connects just over 90 pins. STA lists the startpoint of the worst hold path as RE1. Before any placement, the netlist area is recorded as 55,000 sq um. The final timing report lists a hold violation count of 0.

The count of cells along the worst hold path came out at 2. The routed design has roughly 360 mm of wire. Port buffering added ~64 buffers. The power consumption came out at approximately 3.4 mW. TritonCTS built the clock tree.

The count of buffers added by post-CTS timing repair for setup is 0. In this run the mean area of a mapped cell was 10.7 sq um. The critical-path maximum fanout is 35. The DRC violation count after routing came out at 0. The library cell used as clock root buffer is sky130_fd_sc_hd__clkbuf_16. The via count of the first global-routing pass is between 40,000 and 50,000. The iteration count of the initial detailed-routing pass is 10. Excluding fillers, the count of instances in the completed layout stands at around 7,000. Per STA, the highest per-stage delay on the worst path measures approximately 1 ns. The leakage component of the power was reported as about 27 nW. The detailed-placement wirelength estimate came out at 222 mm. According to the hold report, the worst path is of the primary input to register type. The share of async-settable or async-resettable flops after synthesis came out at 0%.

The number of DRC markers in iteration 0 came out at between 7,000 and 8,000. The time the final worst path needs with I/O delays and setup is approximately 5.2 ns. For this run the top cell type by instance count after synthesis was sky130_fd_sc_hd__dlxtn_1. The tool flagged a number of max-cap violations equal to 1. The count of distinct cell types in the synthesized netlist is around 80.

The total of hold buffers inserted after clock tree synthesis came out at 0. The tool warning count is 37. The flow ran to the end, but the final reports show violations. The routability congestion estimate came out at 1.13. Per STA, the library cell used most along the worst path is sky130_fd_sc_hd__buf_4. The yosys warning tally came out at between 70 and 80. After floorplanning, the core was divided into ~120 placement rows.

Looking at the clock tree report, the H-tree level count equals 1. No sink is reached through more buffers than the 2 on the longest clock path. The layout summary lists the proportion of cells stronger than drive strength 1 as between 10% and 20%. Setup repair after global routing left no endpoint under its margin. Once placement completed, the tool counted placed cells totaling 6,764.

The total count of max-transition violations in the final report is 7. The cell total in the yosys stat output is approximately 5,000. The number of unconstrained endpoints is 2,446.

The checks that failed: capacitance limit, slew limit. The area of the core came out at around 110,000 sq um. The largest area contributor in the synthesized netlist is sky130_fd_sc_hd__dlxtn_1.

In the synthesized netlist, the cells that appear most often are sky130_fd_sc_hd__dlxtn_1 (2,407), sky130_fd_sc_hd__a22oi_1 (728), sky130_fd_sc_hd__nand2_1 (226). The wire length per cell is 51.0 um. The number of fillers in the final layout is ~9,500.

For reference, the most critical setup path is categorized as primary input to register. The global route stage reports its total congestion overflow as 0. The all-layer global routing usage is about two thirds.

The count of mapped cells out of synthesis came out at approximately 5,000. Setup violations remaining at the end of the flow were counted as 0. Between the synthesized netlist and the finished layout, the area growth was recorded as 10.3%.

The number of register bits inferred by synthesis came out at approximately 2,500. The clock-pin slew on the worst setup and hold paths is 0.12 ns. The post-detailed-route count of antenna-violating nets came out at 0.

The commonest register cell is sky130_fd_sc_hd__dlxtn_1. The chip occupies 111,000 sq um. The setup TNS after final layout is 0 ns. The count of unclocked register or latch pins came out at 2,439. The number of buffers created by CTS came out at 3. The initial antenna violation count is 95.

The post-cts gate resize count is 0. Traced cell by cell, the critical path runs through buf_4 > buf_4 > nand4bb_1 > buf_4 > nor2_1 > buf_4 > a22oi_1 > and4_1 > o211ai_1 > nor4_1 > a31oi_1 > buf_4. The power density over the cells came out at 55.6 nW/um^2. By area the synthesized netlist is led by sky130_fd_sc_hd__dlxtn_1 (66%), sky130_fd_sc_hd__a22oi_1 (9.9%), sky130_fd_sc_hd__nand2_1 (1.5%).

The worst setup path is captured at a register. The worst supply voltage drop on vdd is 0.000138 V. The I/O pin total came out at 73.
-- layer usage --
layer / vias to the layer above / part of all wire [%] / track usage (%) / wire length [um]
met2: 6757 / 37 / 78.7 / 132000
met3: 2391 / 20 / 57.6 / 70500
met5: - / 0.56 / 26.3 / 1980
met4: 85 / 11 / 55.2 / 38900
met1: 26000 / 32 / 74.3 / 114000
li1: 19600 / - / - / -
-- power breakdown --
part / switching (mW) / internal, mW / leakage, nW
sequential: 0.224 / 1.33 / 20.1
clock: 0.148 / 0.0992 / 0.0406
combinational: 1.14 / 0.432 / 6.95
-- stage by stage --
stage | area [sq um] | setup slack (ns)
2_1_floorplan | 55000 | 2.23
3_3_place_gp | 60000 | 0.442
3_5_place_dp | 60000 | 0.402
4_1_cts | 60100 | 0.740
5_1_grt | 60300 | 0.669
6_report | 60700 | 0.434
-- sequential cells by signal, indices dropped and copies added (netlist names) --
signal / count
green_pix1: 8
blue_pix1: 8
buff1: 2400
row1: 7
red_pix1: 8
i: 32
-- cell families after synthesis --
| kind of cell | after synthesis | synth area share, % |
|---|---|---|
| adder cells (fa/ha/maj) | 4 | 0.0910 |
| XOR/XNOR | 30 | 0.478 |
| multiplexers | 110 | 2.10 |
| buffers and inverters | 306 | 2.59 |
| AND-OR/OR-AND | 1363 | 18.8 |
| flip-flops | 24 | 1.31 |
| latches | 2439 | 66.5 |
| AND/OR/NAND/NOR | 853 | 8.03 |
-- cell usage in the layout (no fill, tap or decap), types with 18 or more instances in the layout --
| cell type | count |
|---|---|
| sky130_fd_sc_hd__nand3_1 | 63 |
| sky130_fd_sc_hd__nand2_2 | 18 |
| sky130_fd_sc_hd__a221oi_1 | 72 |
| sky130_fd_sc_hd__a21oi_1 | 93 |
| sky130_fd_sc_hd__a222oi_1 | 74 |
| sky130_fd_sc_hd__and3_1 | 31 |
| sky130_fd_sc_hd__nor2_2 | 24 |
| sky130_fd_sc_hd__a32oi_1 | 38 |
| sky130_fd_sc_hd__a22o_1 | 89 |
| sky130_fd_sc_hd__nor2_1 | 169 |
| sky130_fd_sc_hd__mux2i_1 | 69 |
| sky130_fd_sc_hd__nand2_1 | 208 |
| sky130_fd_sc_hd__o22ai_1 | 85 |
| sky130_fd_sc_hd__buf_4 | 443 |
| sky130_fd_sc_hd__xnor2_1 | 23 |
| sky130_fd_sc_hd__diode_2 | 239 |
| sky130_fd_sc_hd__buf_2 | 18 |
| sky130_fd_sc_hd__nor3_1 | 66 |
| sky130_fd_sc_hd__o21ai_0 | 38 |
| sky130_fd_sc_hd__clkdlybuf4s50_1 | 32 |
| sky130_fd_sc_hd__nand4_1 | 86 |
| sky130_fd_sc_hd__mux2_2 | 40 |
| sky130_fd_sc_hd__a22oi_1 | 728 |
| sky130_fd_sc_hd__dlxtp_1 | 32 |
| sky130_fd_sc_hd__buf_12 | 31 |
| sky130_fd_sc_hd__edfxtp_1 | 24 |
| sky130_fd_sc_hd__nor4_1 | 49 |
| sky130_fd_sc_hd__a31oi_1 | 34 |
| sky130_fd_sc_hd__dlxtn_1 | 2407 |
| sky130_fd_sc_hd__or4_1 | 21 |
-- cell type report --
cell class                 instances  area, sq um  area share, %
antenna                          239          598          0.986
timing repair buffer             524         4360           7.18
clock inverter                     1         3.75        0.00619
sequential                      2463        37300           61.5
tap                             1414         1770           2.92
multi-input combinational       2360        16500           27.2
clock buffer                       3         75.1          0.124
inverter                           3         11.3         0.0186
-- critical path, delay by kind of cell --
| family | cells | cell delay (ns) |
|---|---|---|
| AOI/OAI and AO/OA | 3 | 0.55 |
| and+or+nand+nor | 4 | 1.58 |
| buffers and inverters | 5 | 2.04 |
-- final timing paths --
| path | endpoint |
|---|---|
| hold / removal | blue_pix1[2]$_DFFE_PP_ |
| setup / recovery | blue_pix1[0]$_DFFE_PP_ |
No activity file was given, so power comes from the tool's default toggle rates.
